==> ./design.v <==
`timescale 1ps / 1fs
module adder(
    input [3:0] x,
    input [3:0] y,
    input c_in,              
    output [3:0] out,
    output c_out             
); 
    assign c0_xor=x[0]^y[0];
    assign c0_and1=x[0]&y[0];
    assign c0_and2=c_in&c0_xor;
    assign c1=c0_and2|c0_and1;
    assign out[0]=c0_xor^c_in;
    assign c1_xor=x[1]^y[1];
    assign c1_and1=x[1]&y[1];
    assign c1_and2=c1&c1_xor;
    assign c2=c1_and2|c1_and1;
    assign out[1]=c1_xor^c1;
    assign c2_xor=x[2]^y[2];
    assign c2_and1=x[2]&y[2];
    assign c2_and2=c2&c2_xor;
    assign c3=c2_and2|c2_and1;
    assign out[2]=c2_xor^c2;
    assign c3_xor=x[3]^y[3];
    assign c3_and1=x[3]&y[3];
    assign c3_and2=c3&c3_xor;
    assign c_out=c3_and2|c3_and1;
    assign out[3]=c3_xor^c3;
endmodule
module arithmeticUnit(
    input [3:0] x,
    input [3:0] y,
    input [2:0] select,
    output [3:0] out,
    output c_out             
);
    wire [3:0] A;
    assign A[3]=select[2]&~y[3]|select[1]&y[3];
    assign A[2]=select[2]&~y[2]|select[1]&y[2];
    assign A[1]=select[2]&~y[1]|select[1]&y[1];
    assign A[0]=select[2]&~y[0]|select[1]&y[0];
    adder ADDER(A[3:0], x[3:0], select[0], out[3:0], c_out); 
endmodule
module mux4to1(
    input [3:0] in,
    input [1:0] select,
    output out
);
    assign out=~select[0]&~select[1]&in[0]|select[0]&~select[1]&in[1]|~select[0]&select[1]&in[2]|select[0]&select[1]&in[3];
endmodule
module logicUnit(
    input [3:0] x,
    input [3:0] y,
    input [1:0] select,
    output [3:0] out
);
    wire [3:0] A;
    wire [3:0] B;
    wire [3:0] C;
    wire [3:0] D;
    assign A[0]=x[3]&y[3];
    assign A[1]=x[3]|y[3];
    assign A[2]=x[3]^y[3];
    assign A[3]=~x[3];
    assign B[0]=x[2]&y[2];
    assign B[1]=x[2]|y[2];
    assign B[2]=x[2]^y[2];
    assign B[3]=~x[2];
    assign C[0]=x[1]&y[1];
    assign C[1]=x[1]|y[1];
    assign C[2]=x[1]^y[1];
    assign C[3]=~x[1];
    assign D[0]=x[0]&y[0];
    assign D[1]=x[0]|y[0];
    assign D[2]=x[0]^y[0];
    assign D[3]=~x[0];
    mux4to1 MUX1(A, select[1:0], out[3]);
    mux4to1 MUX2(B, select[1:0], out[2]);
    mux4to1 MUX3(C, select[1:0], out[1]);
    mux4to1 MUX4(D, select[1:0], out[0]);
endmodule
module mux2to1(
    input [1:0] in,
    input  select,
    output out
);
    assign out=~select&in[0]|select&in[1];
endmodule
module lab5_1(
    input [3:0] x,
    input [3:0] y,
    input [3:0] select,
    output [3:0] out,
    output c_out             
);
   wire [3:0] Ar;
   wire [3:0] Lo;
   arithmeticUnit ArUnit(x,y,select[2:0],Ar,c_out);
   logicUnit LoUnit(x,y,select[1:0],Lo);
    mux2to1 MUX210({Lo[0],Ar[0]}, select[3],out[0]);
    mux2to1 MUX211({Lo[1],Ar[1]}, select[3],out[1]);
    mux2to1 MUX212({Lo[2],Ar[2]}, select[3],out[2]);
    mux2to1 MUX213({Lo[3],Ar[3]}, select[3],out[3]);
endmodule
==> ./run.sh <==
#!/bin/bash
# OpenROAD 26Q1-2900-gdf79404cd8, Yosys 0.63+post, stock flow scripts
make -C /OpenROAD-flow-scripts/flow DESIGN_CONFIG=/design/flow/config.mk WORK_HOME=/design/flow/orfs finish
==> ./config.mk <==
export PLATFORM = sky130hd
export DESIGN_NAME = lab5_1
export DESIGN_NICKNAME = lab5_1
export VERILOG_FILES = /design/flow/design.v
export SDC_FILE = /design/flow/constraint.sdc
export NUM_CORES = 4
export LEC_CHECK = 1
export CORE_AREA = 10 10 70 70
export DIE_AREA = 0 0 80 80
==> ./constraint.sdc <==
current_design lab5_1

set clk_period 2.6
set clk_io_pct 0.2

create_clock -name clk0 -period $clk_period

set non_clock_inputs [all_inputs -no_clocks]
set_input_delay [expr $clk_period * $clk_io_pct] -clock clk0 $non_clock_inputs
set_output_delay [expr $clk_period * $clk_io_pct] -clock clk0 [all_outputs]
==> flow_summary.yaml <==
# synthesis and place-and-route metrics
run_status:
  outcome: "finished with violations"
  violations: "negative setup slack"
critical_path:
  crit_arrival_ps: 2740
  worst-path-buf-inv: 4
  cp-start-kind: "primary input"
  worst-setup-path-type: "primary input to output pin"
  cp_slowest_stage_delay_ps: 400
  cp.depth: 10
  slowest_stage: "fa_1"
  crit_chain: "buf_8 -> mux2_4 -> fa_2 -> fa_2 -> fa_2 -> inv_2 -> fa_1 -> inv_1 -> o221a_1 -> buf_2"
  critPathRequiredTime_ps: 2080
  cp_common_cell: "fa_2"
  critPathTopFamily: "adder cells"
  critPathCaptureType: "output pin"
  cp_max_fo: 2
sta:
  period_needed_ps: 3260
  fmaxAchievable_mhz: 307
  hold_viol_final: 0
  drv_slew: 0
  fin_hold_ws_ps: 1620
  max_slew_margin_pct: 86.4
  worstMarginPinSlew_ps: 202
  setup_viol_count_final: 3
  rsz0062_at_grt: "yes"
  setup_ws_ps: -656
  finalCritPeriodShare_pct: 125
  setup_tns_ps: -1350
layout:
  instances_no_fill: 128
  num-clock-buffers: 0
  area_growth_pct: 56.4
  flop_area_um2: 0
  flops: 0
  comb_area_um2: 413
  final_layout_size_suffix_gt1_share_pct: 40.2
  fin_area_um2: 749
  fill_cells: 387
drt:
  ant_nets: 0
  drc_errors: 0
  drtPass1Iterations: 2
  drt_iter0_drc: 18
  vias_per_cell: 3.46
  n_antenna_cell: 0
  num_vias: 443
  wl_per_cell_um: 9.13
  wl_um: 1170
floorplanning:
  core_util_floorplan_pct: 14.0
  dieArea_mm2: 0.00640
  die-height_um: 80
  coreArea_mm2: 0.00342
  rows: 21
  die_w_um: 80
  pin_count: 17
logic_synthesis:
  ys_sh_adder_pct: 37.6
  yosys_warnings: 15
  mux_share_pct: 11.2
  top_area_share_pct: 20.9
  syn_area_um2: 479
  synth.largest_area_cell: "ha_1"
  ys_sh_xor_pct: 0
  ys_area_um2: 479
  ys_cells: 59
  avgSynthCellArea_um2: 8.12
  synth_cells: 59
  area_leaders: "ha_1 (21%), fa_1 (17%), inv_1 (11%)"
  aoi_share_pct: 17.2
  synth.distinct_cells: 20
  netlist_logic_family_top: "adder cells"
  common_cells: "inv_1 (14), ha_1 (8), buf_4 (4), fa_1 (4), nand2_1 (4)"
  yosys.cell_count.top_type: "inv_1"
  synth_seq_share_pct: 0
  synth-simple-area-share_pct: 14.4
power:
  sequentialPowerShare_pct: 0
  internal_power_uw: 70.0
  p_clk_share_pct: 0
  switching_share_pct: 42.8
  p_comb_share_pct: 100.0
  power.density_mw_per_mm2: 163
  p_leak_uw: 0.000372
  ir_worst_vdd_mv: 0.0405
  p_switching_uw: 52.4
worst_hold_path:
  hold_depth: 6
  min_path_type: "primary input to output pin"
place:
  port-buffer-count: 17
  placed_cells: 127
  placed_area_um2: 752
  hpwl_um: 1050
  gp_congestion: 0.827
flow_run:
  maxCapViolations: 0
  openroad.warnings: 39
global_route:
  overflow: 0
  grt_usage_pct: 3.62
  antenna_found_initial: 0
  grt_pass1_wl_um: 1980
  grt_pass1_vias: 475
  grt_max_degree: 15
clocking:
  postCtsHoldBufs: 0
-- through the flow --
step           utilization, %  power [uW]  setup WS [ps]
2_1_floorplan               -        69.7           -614
3_3_place_gp             22.0         128          -1610
3_5_place_dp             22.0         129          -1630
4_1_cts                  21.9         126           -677
5_1_grt                  21.9         141           -745
6_report                 21.9         122           -656
-- power groups by stage --
stage	Sequential, uW	Clock (uW)	Combinational [uW]
after CTS	0	0	126
after global routing	0	0	141
final	0	0	122
-- routing by layer --
metal  track usage, %  wire [um]  up-vias  part of all wire [%]
li1                 -          -      234                     -
met1             4.28        555      202                    47
met2             6.98        570        7                    49
met3            0.568         43        0                   3.7
met4                0          0        0                     0
met5                0          0        -                     0
-- path summary, 6_finish.rpt --
kind | from | to | slack [ps]
worst min-delay path | select[1] | out[1] | 1620
worst max-delay path | y[0] | out[3] | -660
-- what timing repair did --
action | 4_1_cts | 5_1_grt
pin swaps | 5 | 0
buffers inserted | 1 | 0
hold endpoints to repair | 0 | 0
setup endpoints to repair | 5 | 4
gates resized | 33 | 0
-- layout make-up --
class | count | share of cell area [%]
inverters | 14 | 7.01
multi-input cells | 40 | 55.1
well taps | 46 | 7.68
repair buffers | 28 | 30.2
-- logic make-up (layout without fill, tap and decap cells) --
kind of cell	count (synthesis)	in the layout
AND-OR/OR-AND	11	11
multiplexers	5	5
AND/OR/NAND/NOR	12	12
buffers and inverters	19	42
adder cells (fa/ha/maj)	12	12
-- layout by cell type (no fill, tap or decap), drive strengths merged --
cell	instances
buf	17
inv	14
ha	8
clkdlybuf4s50	6
dlygate4sd2	5
o21ai	5
nand2	4
nor2b	4
fa	4
o221ai	3
mux2	3
mux2i	2
nor2	2
and2b	1
o211ai	1
a21oi	1
and2	1
o221a	1
-- tightest hold or removal path, cell delays in order --
cell      delay, ps
buf_2            90
buf_4           120
nor2b_2          60
o21ai_0         100
o221ai_2         90
buf_2           110
Power figures rest on the tool's default switching activity, not on a simulated workload.
