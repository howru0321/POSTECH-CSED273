[/design/flow/config.mk]
export PLATFORM = sky130hd
export DESIGN_NAME = lab4_4
export DESIGN_NICKNAME = lab4_4
export VERILOG_FILES = /design/flow/design.v
export SDC_FILE = /design/flow/constraint.sdc
export NUM_CORES = 4
export LEC_CHECK = 1
export CORE_AREA = 10 10 70 70
export DIE_AREA = 0 0 80 80
[/design/flow/constraint.sdc]
current_design lab4_4

set clk_period 6.0
set clk_io_pct 0.2

create_clock -name clk0 -period $clk_period

set non_clock_inputs [all_inputs -no_clocks]
set_input_delay [expr $clk_period * $clk_io_pct] -clock clk0 $non_clock_inputs
set_output_delay [expr $clk_period * $clk_io_pct] -clock clk0 [all_outputs]
[/design/flow/design.v]
module halfAdder(
    input in_a,
    input in_b,
    output out_s,
    output out_c
    );
    xor(out_s,in_a,in_b);
    and(out_c, in_a, in_b);
endmodule
module fullAdder(
    input in_a,
    input in_b,
    input in_c,
    output out_s,
    output out_c
    );
    halfAdder PPA(in_a, in_b, S, C1);
    halfAdder PPB(in_c, S, out_s, C2);
    or(out_c, C2, C1);
endmodule
module lab4_2(
    input [4:0] in_a,
    input [4:0] in_b,
    input in_c,
    output [4:0] out_s,
    output out_c
    );
    fullAdder PA(in_a[0], in_b[0], in_c, out_s[0], c1);
    fullAdder PB(in_a[1], in_b[1], c1, out_s[1], c2);
    fullAdder PC(in_a[2], in_b[2], c2, out_s[2], c3);
    fullAdder PD(in_a[3], in_b[3], c3, out_s[3], c4);
    fullAdder PE(in_a[4], in_b[4], c4, out_s[4], out_c);
endmodule
module lab4_4(
    input [4:0]in_a,
    input [2:0]in_b,
    output [7:0]out_m
    );
    assign out_m[0]=in_a[0]&in_b[0];
     wire [4:0]A;
     wire [4:0]B;
     assign A[0]=(in_a[1]&in_b[0]);
     assign A[1]=(in_a[2]&in_b[0]);
     assign A[2]=(in_a[3]&in_b[0]);
     assign A[3]=(in_a[4]&in_b[0]);
     assign A[4]=0;
     assign B[0]=(in_a[0]&in_b[1]);
     assign B[1]=(in_a[1]&in_b[1]);
     assign B[2]=(in_a[2]&in_b[1]);
     assign B[3]=(in_a[3]&in_b[1]);
     assign B[4]=(in_a[4]&in_b[1]);
     wire [4:0] S1;
     wire C1;
     lab4_2 AA (A, B, 0, S1, C1);
     assign out_m[1]=S1[0];
     wire [4:0]C;
     assign C[0]=S1[1];
     assign C[1]=S1[2];
     assign C[2]=S1[3];
     assign C[3]=S1[4];
     assign C[4]=C1;
     wire [4:0]D;
     assign D[0]=(in_a[0]&in_b[2]);
     assign D[1]=(in_a[1]&in_b[2]);
     assign D[2]=(in_a[2]&in_b[2]);
     assign D[3]=(in_a[3]&in_b[2]);
     assign D[4]=(in_a[4]&in_b[2]);
     wire [4:0]S2;
     wire C2;
     lab4_2 BB (C, D, 0, S2, C2);
     assign out_m[2]=S2[0];
     assign out_m[3]=S2[1];
     assign out_m[4]=S2[2];
     assign out_m[5]=S2[3];
     assign out_m[6]=S2[4];
     assign out_m[7]=C2;
endmodule
[/design/flow/run.sh]
#!/bin/bash
# OpenROAD 26Q1-2900-gdf79404cd8, Yosys 0.63+post, stock flow scripts
make -C /OpenROAD-flow-scripts/flow DESIGN_CONFIG=/design/flow/config.mk WORK_HOME=/design/flow/orfs finish
==> results.sh <==
# source this file to load flow results
export IMPL_floorplan_die_area_sq_mm=0.00640
export IMPL_post_synth_top_area_fraction_pct=41.0
export IMPL_clock_buffer_cells=0
export IMPL_drc_errors=0
export IMPL_count_of_yosys_warnings_during_synthesis=9
export IMPL_layout_drive_gt1_share_pct=15.4
export IMPL_detail_route_vias_per_cell=2.62
export IMPL_drt_initial_drc_count=4
export IMPL_max_slew_worst_pin_slew_ps=157
export IMPL_ff_latch_area_sq_um=0
export IMPL_postCtsSetupBuffers=0
export IMPL_utilization_pct=15.7
export IMPL_grt_use_total_pct=2.72
export IMPL_worst_setup_path_type="in2out"
export IMPL_max_clock_freq_mhz=175
export IMPL_io_pin_count=16
export IMPL_initial_utilization_pct=10.0
export IMPL_fp_coreArea_sq_mm=0.00342
export IMPL_mux_frac_synth_pct=0
export IMPL_synthesis_instances=40
export IMPL_leading_post_synthesis_cells_by_cell_area="fa_1, and2_1, buf_4, ha_1, inv_1"
export IMPL_number_of_distinct_library_cell_variants_in_the_gate_level_netlist_after_synthesis=6
export IMPL_grt_start_max_net_pins=6
export IMPL_grt_overflow=0
export IMPL_syn_avg_cell_area_sq_um=8.54
export IMPL_diodes=0
export IMPL_route_final_wire_length_um=798
export IMPL_yosys_area_top_type="fa_1"
export IMPL_worstPathArrival_ps=4500
export IMPL_grt_setup_unrepaired="false"
export IMPL_power_density_cell_area_mw_per_mm2=75.0
export IMPL_worst_hold_path_type="in2out"
export IMPL_cp_start_kind="input pin"
export IMPL_power_static_leakage_nw=0.239
export IMPL_crit_path_end_kind="output pin"
export IMPL_syn2layout_area_growth_pct=57.1
export IMPL_irDropWorstVdd_mv=0.0240
export IMPL_syn_cell_area_sq_um=342
export IMPL_synth_yosys_num_cells=40
export IMPL_route_detailed_wl_per_inst_um=8.14
export IMPL_fillCellCount=390
export IMPL_rows=21
export IMPL_report_power_total_w=0.0000403
export IMPL_detailroute_via_count=257
export IMPL_synth_area_yosys_sq_um=342
export IMPL_fin_crit_ps=5700
export IMPL_xor_share_pct=0
export IMPL_report_final_hold_viol_count=0
export IMPL_yosysSeqAreaShare_pct=0
export IMPL_final_min_period_over_clock_period_pct=95.0
export IMPL_maxCapViolCount=0
export IMPL_final_max_slew_violation_count=0
export IMPL_placement_io_buffers=16
export IMPL_outcome="finished, final reports clean"
export IMPL_antenna_found_initial=0
export IMPL_synth_comb_largest_family="adder cells"
export IMPL_via_count_of_the_first_global_routing_pass=307
export IMPL_synth_adder_area_share_pct=52.0
export IMPL_postCtsHoldBufs=0
export IMPL_hpwlAfterDp_um=769
export IMPL_timing_critical_path_fanout_max=5
export IMPL_maxSlewHeadroom_pct=89.5
export IMPL_seq_cell_count=0
export IMPL_wire_length_of_the_first_global_routing_pass_mm=1.39
export IMPL_drt_pass1_iterations=2
export IMPL_timing_final_setup_violations=0
export IMPL_synth_area_in_simple_gates_pct=23.8
export IMPL_required_time_of_the_critical_path_ps=4800
export IMPL_openroad_warnings=32
export IMPL_post_synth_ao_oa_area_fraction_pct=0
export IMPL_timing_hold_worst_path_depth=3
export IMPL_finalSetupTns_ps=0
export IMPL_detail_route_antenna_nets=0
export IMPL_die_height_um=80
export IMPL_gp_routability_congestion=0.781
export IMPL_dieWidth_um=80
metrics by stage:
step / cell area (sq um) / hold WS, ps / setup slack, ps / std cells
2_1_floorplan: 342 / 2470 / 424 / 40
3_3_place_gp: 529 / 3410 / -630 / 98
3_5_place_dp: 529 / 3420 / -631 / 98
4_1_cts: 537 / 3170 / 257 / 98
5_1_grt: 537 / 3210 / 98.6 / 98
6_report: 537 / 3160 / 298 / 98
kinds of logic (layout without fill, tap and decap cells):
kind of cell / Yosys count / after routing
simple gates: 15 / 15
buf+inv: 15 / 27
fa+ha+maj: 10 / 10
power by group:
part / switching, W / internal (W) / total (W)
clock: 0 / 0 / 0
combinational: 0.0000137 / 0.0000266 / 0.0000403
sequential: 0 / 0 / 0
total: 0.0000137 / 0.0000266 / 0.0000403
Yosys cell counts (all sizes together):
cell type / n
fa: 7
buf: 7
and2: 10
inv: 8
nand2: 5
ha: 3
cell type report:
cell class	count	area, sq um	share of cell area, %
Multi-Input combinational cell	25	269	50.1
Tap cell	46	57.6	10.7
Timing Repair Buffer	19	180	33.6
Inverter	8	30.0	5.59
what timing repair did:
| item | 4_1_cts | 5_1_grt |
|---|---|---|
| endpoints found under the hold margin | 0 | 0 |
| setup endpoints to repair | 3 | 0 |
| resized | 14 | 0 |
worst max-delay path, stage by stage:
cell,delay [ps]
clkdlybuf4s15_2,210
and2_1,130
ha_1,130
inv_1,50
fa_2,340
fa_2,560
inv_1,50
fa_2,330
fa_2,350
fa_1,410
inv_1,70
fa_1,400
inv_1,60
dlygate4sd2_1,200
metal layers:
layer	up-vias	GRT usage (%)	part of all wire [%]	routed length, um
li1	133	-	-	-
met5	-	0	0	0
met2	10	4.65	42	339
met4	0	0	0	0
met3	0	0.795	7.6	61
met1	114	3.50	50	397
placed cells by master (no fill, tap or decap):
master	netlist	layout
and2_1	10	10
clkdlybuf4s50_1	0	10
inv_1	8	8
nand2_1	5	5
fa_2	0	4
fa_1	7	3
ha_1	3	3
dlygate4sd2_1	0	3
buf_4	7	3
clkdlybuf4s15_1	0	2
clkdlybuf4s15_2	0	1
worst paths after layout:
kind | to | slack [ps] | start
setup / recovery | out_m[6] | 300 | in_b[1]
hold / removal | out_m[0] | 3160 | in_a[0]
Power figures rest on the tool's default switching activity, not on a simulated workload.
