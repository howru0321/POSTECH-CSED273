## flow/run.sh

```bash
#!/bin/bash
# OpenROAD 26Q1-2900-gdf79404cd8, Yosys 0.63+post, stock flow scripts
make -C /OpenROAD-flow-scripts/flow DESIGN_CONFIG=/design/flow/config.mk WORK_HOME=/design/flow/orfs finish
```

## flow/design.v

```verilog
module decoder(
    input wire en,
    input wire [1:0] in,
    output wire [3:0] out 
    );
    nand(out[0], ~in[0], ~in[1], ~en);
    nand(out[1],  in[0], ~in[1], ~en);
    nand(out[2], ~in[0],  in[1], ~en);
    nand(out[3],  in[0],  in[1], ~en);
endmodule
module lab3_1(
    input wire en,
    input wire [3:0] in,
    output wire [15:0] out
    );
    wire [3:0] p;
    decoder h(en, in[3:2], p);
    decoder o1(p[0], in[1:0], out[3:0]);
    decoder o2(p[1], in[1:0], out[7:4]);
    decoder o3(p[2], in[1:0], out[11:8]);
    decoder o4(p[3], in[1:0], out[15:12]);
endmodule
```

## flow/config.mk

```make
export PLATFORM = sky130hd
export DESIGN_NAME = lab3_1
export DESIGN_NICKNAME = lab3_1
export VERILOG_FILES = /design/flow/design.v
export SDC_FILE = /design/flow/constraint.sdc
export NUM_CORES = 4
export LEC_CHECK = 1
export CORE_AREA = 10 10 70 70
export DIE_AREA = 0 0 80 80
```

## flow/constraint.sdc

```tcl
current_design lab3_1

set clk_period 1.0
set clk_io_pct 0.2

create_clock -name clk0 -period $clk_period

set non_clock_inputs [all_inputs -no_clocks]
set_input_delay [expr $clk_period * $clk_io_pct] -clock clk0 $non_clock_inputs
set_output_delay [expr $clk_period * $clk_io_pct] -clock clk0 [all_outputs]
```

==> CHANGELOG.md <==
### Metrics

- Setup Viol. Count Final: 15
- Fp util: 3.81%
- Reg power frac: 0%
- Total track usage: 2.93%
- Post-synth seq share: 0%
- Fill count: 395
- Synth top cells by count: nand2_1, nand3_1, nor2b_2, nor3b_2
- # DRC: 0
- Relative slew slack: 86.0%
- Comb power frac: 100.0%
- Leak: 0.206 nW
- Clock share of power: 0%
- # rows: 21
- Fmax: 938 MHz
- Number of placed I/O pins: 21
- Min-delay worst type: input port to output pin
- Final Hold Fails: 0
- Core region area: 3420 um2
- Final GP Congestion: 0.738
- Worst setup EP type: output pin
- Peak supply drop: 0.0000384 V
- Ys cells: 23
- Post-DRT Antenna Nets: 0
- Yosys top cell by area: nand2_1
- Worst Path Max Fanout: 4
- Outcome: finished, violations left
- Violated checks: negative setup slack
- Register Area: 0 um2
- OpenROAD warning count: 34
- Top cells, area: nand2_1, nor3b_2, nand3_1, nor2b_2, nor3_2
- Sw Share: 40.1%
- WL/cell: 10.1 um
- Post-Synthesis Cells: 23
- Crit path launch type: input port
- Psw: 0.0587 mW
- First-pass GRT wire length: 1.54 mm
- Max-cap viol count: 0
- Top cell type's share of synthesized area: 34.6%
- IO buf count: 21
- WP data required: 800 ps
- Number of antenna repair diodes: 0
- Final worst slack: -66.4 ps
- Arrival @ worst endpoint: 870 ps
- Fin crit share: 107%
- DR vias/cell: 2.91
- Initial antenna violation count: 0
- Dpl cells: 93
- Die Y: 80 um
- Final core utilization: 15.5%
- Final number of max-transition violations: 0
- Avg Inst Size Synth: 5.66 um2
- Cell Count, Final, Fillers Out: 105
- Die ar.: 6400 um2
- Congestion Overflow GR: 0
- Pin count of the biggest net entering global routing: 6
- Drt pass-1 iters: 3
- Fin crit period: 1070 ps
- Yosys chip area: 130 um2
- Area Overhead vs Synth: 308%
- Chip Width: 80 um
- Post-DP HPWL: 782 um
- Clock buf count: 0
- Initial drt markers: 2
- Routed WL: 1.06 mm
- Synth top cell by count: nand2_1
- Layout cells sized above 1: 86.4%
- Crit Path Class: input port to output pin
- Syn. warnings: 0
- Pwr Density: 276 nW/um2
- Least-Margin Pin Slew: 210 ps
- Vias: 306
- Num sequential: 0
- Mapped cell area: 130 um2
- Cell internal pwr: 0.0876 mW
- Vias in the first global route: 291
- Distinct lib cells used: 7
- RSZ-0062 raised after global routing: yes
==> final cells by class <==
cell class | instances | area, um2 | share of cell area (%)
Timing Repair Buffer | 36 | 280 | 52.8
Multi-Input combinational cell | 23 | 193 | 36.3
Tap cell | 46 | 57.6 | 10.8
==> per-layer routing <==
layer	vias up	track usage, %	wire length (um)
li1	152	-	-
met1	140	3.43	413
met2	14	5.22	508
met3	0	1.14	136
met4	0	0	0
met5	-	0	0
==> placed cells by master, fill, tap and decap left out, drive strengths merged <==
master / synthesis / final
nor3b: 2 / 2
nand2: 12 / 12
nor3: 1 / 1
clkbuf: 0 / 2
nor2: 1 / 1
nand3: 4 / 4
and3b: 1 / 1
nor2b: 2 / 2
buf: 0 / 34
==> logic make-up after synthesis <==
| kind of cell | share of synthesized area (%) |
|---|---|
| AND/OR/NAND/NOR | 100 |
==> repair_timing <==
item                                    in CTS  in global routing
endpoints found under the setup margin      16                 16
gates cloned                                 0                  0
resized                                     98                  7
pin swaps                                   14                  2
buffers inserted                            12                  0
hold buffers                                 0                  0
==> worst paths after layout <==
path              endpoint  depth (start not counted)  startpoint
hold / removal     out[15]                          3       in[0]
setup / recovery   out[15]                          5          en
==> power by group through the flow <==
stage                 Clock [mW]  Sequential, mW  Combinational (mW)
after CTS                      0               0               0.137
after global routing           0               0               0.156
final                          0               0               0.146
==> worst max-delay path, cell delays in order <==
cell	delay [ps]
buf_12	110
and3b_2	280
buf_6	110
nand3_2	60
buf_2	110
==> through the flow <==
stage | power (mW) | setup WS [ps] | instance area [um2] | setup TNS, ps | hold WS [ps]
after floorplan | 0.0221 | 299 | 130 | 0 | 424
after global placement | 0.0883 | -820 | 420 | -12330 | 1440
after detailed placement | 0.0893 | -813 | 420 | -12430 | 1440
after CTS | 0.137 | -66.5 | 515 | -539 | 639
after global routing | 0.156 | -95.9 | 531 | -1150 | 660
final | 0.146 | -66.4 | 531 | -595 | 635
Power and IR drop assume default switching activity.
